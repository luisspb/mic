<file path="flow/config.mk">
export PLATFORM = sky130hd
export DESIGN_NAME = alu
export DESIGN_NICKNAME = alu
export VERILOG_FILES = /design/flow/design.v
export SDC_FILE = /design/flow/constraint.sdc
export NUM_CORES = 4
export LEC_CHECK = 1
export CORE_UTILIZATION = 50
</file>
<file path="flow/constraint.sdc">
current_design alu

set clk_period 18.6
set clk_io_pct 0.2

create_clock -name clk0 -period $clk_period

set non_clock_inputs [all_inputs -no_clocks]
set_input_delay [expr $clk_period * $clk_io_pct] -clock clk0 $non_clock_inputs
set_output_delay [expr $clk_period * $clk_io_pct] -clock clk0 [all_outputs]
</file>
<file path="flow/design.v">
parameter NBITS = 32;          
parameter BYTE = 8;
parameter WORDS = 1 << (NBITS-13);
parameter S_CONTROL = 2;       
parameter ALU_CONTROL = 6;     
parameter B = 4;
parameter C = 9;
parameter MEM = 3;
parameter DP_CTRL = S_CONTROL + ALU_CONTROL + B + C + MEM;
parameter CS_ADDR = 9;
parameter MICROINSTS = 1 << CS_ADDR;
parameter CS_CTRL = DP_CTRL + CS_ADDR;
module alu (
   input logic [NBITS-1:0] a, b,
   input logic [ALU_CONTROL-1:0] ctrl,
   output logic n, z,
   output logic [NBITS-1:0] y);
   logic [1:0] f;
   logic ena, enb, inva, inc;
   always_comb begin
      f <= ctrl[5:4];
      ena <= ctrl[3];
      enb <= ctrl[2];
      inva <= ctrl[1];
      inc <= ctrl[0];
   end
   logic [NBITS-1:0] a_bus, b_bus, y_lu, y_fa;
   logic [3:0] y_dec;
   always_comb
      if (inva)
         if (ena)
            a_bus <= ~a;
         else
            a_bus <= ~('h0);
      else
         if (ena)
            a_bus <= a;
         else
            a_bus <= 'h0;
   always_comb
      if (enb)
         b_bus <= b;
      else
         b_bus <= 'h0;
   always_comb
      y <= y_lu | y_fa;
   always_comb begin
      n <= y[NBITS-1];
      if (y)
         z <= 1'b0;
      else
         z <= 1'b1;
   end
   decoder decoder_i (.f(f), .y(y_dec));
   logical_unit lu_i (.a(a_bus), .b(b_bus), .ctrl(y_dec[2:0]), .y(y_lu));
   full_adder fa_i (.enable(y_dec[3]), .c_in(inc), .a(a_bus), .b(b_bus), .y(y_fa), .c_out());
endmodule
module decoder (
   input logic [0:1] f,
   output logic [3:0] y);
   localparam AND  = 4'b0001;
   localparam OR   = 4'b0010;
   localparam NOTB = 4'b0100;
   localparam SUM  = 4'b1000;
   always_comb
      case (f)
         2'b00:  y <= AND;
         2'b01:  y <= OR;
         2'b10:  y <= NOTB;
         2'b11:  y <= SUM;
      endcase
endmodule
module full_adder (
   input logic enable,
   input logic c_in,
   input logic [NBITS-1:0] a, b,
   output logic [NBITS-1:0] y,
   output logic c_out);
   always_comb
      if (enable)
         {c_out, y} <= a + b + c_in;
		else
			{c_out, y} <= 'h0;
endmodule
module logical_unit (
   input logic [NBITS-1:0] a, b,
   input logic [2:0] ctrl,
   output logic [NBITS-1:0] y);
   localparam AND  = 3'b001;
   localparam OR   = 3'b010;
   localparam NOTB = 3'b100;
   localparam NOP  = 3'b000;
   always_comb
      unique case (ctrl)
         AND:     y <= a & b;
         OR:      y <= a | b;
         NOTB:    y <= ~b;
			NOP:     y <= 'h0;
			default: y <= 'hx;
      endcase
endmodule
</file>
<file path="flow/run.sh">
#!/bin/bash
# OpenROAD 26Q1-2900-gdf79404cd8, Yosys 0.63+post, stock flow scripts
make -C /OpenROAD-flow-scripts/flow DESIGN_CONFIG=/design/flow/config.mk WORK_HOME=/design/flow/orfs finish
</file>
==> impl_metrics.toml <==
# physical design summary
[synth]
synth_warnings = 4
syn_area_per_cell_um2 = 6.383
synthCells = 621
synth_seq_share_pct = 0
synthTopLogicFamily = "AND-OR/OR-AND gates"
adder_share_pct = 21.21
ys_types = 68
yosysChipArea_um2 = 3964
synth_stat.cells = 621
simple_gate_share_pct = 24.40
syn_area_um2 = 3964
synthXorXnorAreaFrac_pct = 11.49
mux_share_pct = 2.746
compound_area_share_pct = 29.42

[critical_path]
critPathArrivalTime_ns = 8.69
required_ns = 14.88
cp_max_fo = 32
path_class = "primary input to output pin"
cp-end-kind = "output pin"
start_kind = "primary input"

[clock_tree]
cts-resized-gates = 0
cts_hold_buf = 0
cts_setup_buffers = 0

[die]
dieWidth_um = 91.04
core_area_um2 = 7687
die.size.y_um = 91.04
num_rows = 32
ios = 104
dieArea_um2 = 8287
initial_core_util_pct = 51.56

[grt]
grt-ovfl-total = 0
grt_pass1_vias = 3957
grt_max_degree = 70
antenna_found_initial = 0
track_usage_pct = 29.28
grt_pass1_wl_um = 19730

[power_and_ir_drop]
powerDensity_nw_per_um2 = 34.71
peakVddDrop_mv = 0.01748
p_leak_uw = 0.002346
finalPower_uw = 175.2

[timing]
rsz0062_at_grt = "no"
period_used_pct = 66.74
final.setup.tns_ns = 0
period_minus_slack_ns = 12.41
slew_headroom_pct = 41.80
setup_viol = 0
slew_viol_final = 0
hold_violations = 0
fmax_ghz = 0.08055
tightest_slew_ns = 0.8712

[route]
firstDrtPassIters = 5
wl_um = 12270
viasPerCell = 5.621
drc = 0
drt-initial-drc-count = 159
routedWlPerCell_um = 15.30
final_antenna_net_count = 0
diodes = 0
dr_total_vias = 4508

[finish]
area.growth.synth_to_final_pct = 27.30
fillers = 684
combGateArea_um2 = 3538
regArea_um2 = 0
design.seq.count = 0
lay_top_cells = "nand2_1 (110), clkdlybuf4s50_1 (102), inv_1 (76)"
drive_gt1_share_pct = 4.000
clkbuf_count = 0
stdcell_area_um2 = 5046
layout_top_cell = "nand2_1"

[placed_design]
hpwl_um = 9277
portBuffers = 104
place_congestion = 0.9539
place_area_um2 = 5046

[hold_path]
hold_path.class = "primary input to output pin"
holdPathEnd = "y[18]"
hold_depth = 5
hp-start = "b[18]"

[status]
outcome = "complete, no violations"

[run]
cap_viol_max_count = 0
warnings = 66
==> cells by family after synthesis <==
family	Yosys count
AOI/OAI and AO/OA	179
xor gates and xnor gates	52
adders and majority gates	66
buffers and inverters	110
muxes	7
and+or+nand+nor	207
==> synth_stat cells, drive strengths merged, types with 2 or more instances <==
master  instances  area (µm²)
a21o            6       45.04
a41oi           2       17.52
a31o            2       17.52
ha             64       800.8
a21boi          3       22.52
nand2b          3       18.77
fa              2       40.04
o211ai          5       37.54
o31a            2       17.52
a211oi         19       152.6
nand2         111       419.2
o22ai          10       62.56
nand4          10       62.56
xnor2          42       367.9
a221oi          3       26.28
nor4            2       12.51
or3             5       31.28
inv            77       289.0
o211a           2       20.02
o21ai          45       225.2
nor2           34       127.6
xor2           10       87.58
nor2b           5       31.28
and3            3       18.77
or4             3       22.52
nand4b          2       17.52
buf            14       65.06
or2             2       12.51
mux2i           3       30.03
o221ai          5       43.79
and2            7       43.79
nand3           6       30.03
o21a            8       60.06
a31oi           5       37.53
mux4            3       67.56
clkbuf         19       71.32
nor3            6       30.03
a21oi          50       257.8
nor4b           2       32.53
o31ai           3       41.29
==> worst max-delay path: stages <==
cell	delay [ns]
clkdlybuf4s50_1	0.45
buf_4	0.35
nand2_1	0.11
xnor2_1	0.22
inv_1	0.10
fa_1	0.39
inv_1	0.08
fa_1	0.41
mux4_2	0.49
nor3_1	0.19
o2111ai_1	0.16
nor4_1	0.35
nand4b_1	0.14
or4_1	0.52
nor4_1	0.31
and4bb_1	0.24
clkdlybuf4s50_1	0.46
==> layer usage <==
metal | vias up | share of wire (%) | GRT usage [%]
met5 | - | 0 | 0
met2 | 129 | 49 | 51.77
li1 | 2311 | - | -
met4 | 0 | 1.5 | 4.630
met1 | 2053 | 46 | 40.10
met3 | 15 | 3.8 | 1.616
==> metrics by stage <==
step / setup slack (ns) / cells / hold WS [ns] / util, %
CTS: 6.113 / 802 / 8.544 / 65.64
global placement: 6.220 / 802 / 8.540 / 65.64
finish: 6.185 / 802 / 8.542 / 65.64
detailed placement: 6.134 / 802 / 8.542 / 65.64
floorplan: 7.500 / 621 / 7.614 / -
global route: 5.817 / 802 / 8.599 / 65.64
==> cell type report <==
cell class	instances	area share (%)
Multi-Input combinational cell	511	70.12
Inverter	77	5.728
Timing Repair Buffer	112	21.62
Tap cell	102	2.529
==> worst max path at each step <==
stage	startpoint	to	depth (start not counted)
6_report	ctrl[3]	z	17
5_1_grt	ctrl[3]	z	17
4_1_cts	ctrl[3]	z	17
==> power by group <==
part | total (µW) | switching [µW] | internal, µW
logic | 175 | 91.4 | 83.7
clock network | 0 | 0 | 0
registers | 0 | 0 | 0
total | 175 | 91.4 | 83.7
Power is estimated from default activity; no workload was simulated.
