==> ./design.v <==
parameter NBITS = 32;          
parameter BYTE = 8;
parameter WORDS = 1 << (NBITS-13);
parameter S_CONTROL = 2;       
parameter ALU_CONTROL = 6;     
parameter B = 4;
parameter C = 9;
parameter MEM = 3;
parameter DP_CTRL = S_CONTROL + ALU_CONTROL + B + C + MEM;
parameter CS_ADDR = 9;
parameter MICROINSTS = 1 << CS_ADDR;
parameter CS_CTRL = DP_CTRL + CS_ADDR;
module register_file (
   input logic clk, reset,
   input  logic [NBITS-1:0] c_bus,
   output logic [NBITS-1:0] b_bus,
   input  logic [B-1:0]     enable_b,
   input  logic [C-1:0]     write_c,
   input logic [MEM-1:0] mem_control,
   ram_bus.master mem_bus);
   logic [NBITS-1:0] mar, mdr, pc, sp, lv, cpp, tos, opc, h;
   logic [BYTE-1:0] mbr;
   logic fetch, rd, wr;
   logic CH, COPC, CTOS, CCPP, CLV, CSP, CPC, CMDR, CMAR;
   localparam BMDR  = 4'h0;
   localparam BPC   = 4'h1;
   localparam BMBRU = 4'h2;
   localparam BMBRS = 4'h3;
   localparam BSP   = 4'h4;
   localparam BLV   = 4'h5;
   localparam BCPP  = 4'h6;
   localparam BTOS  = 4'h7;
   localparam BOPC  = 4'h8;
   always_comb begin
      CH   <= write_c[0];
      COPC <= write_c[1];
      CTOS <= write_c[2];
      CCPP <= write_c[3];
      CLV  <= write_c[4];
      CSP  <= write_c[5];
      CPC  <= write_c[6];
      CMDR <= write_c[7];
      CMAR <= write_c[8];
   end
   always_comb begin
	   fetch <= mem_control[0];
	   rd    <= mem_control[1];
	   wr    <= mem_control[2];
   end
   always_ff@(posedge clk) begin
      if (reset) begin
         mar <= 'h0;
         mdr <= 'h0;
         pc  <= 'h0;
         mbr <= 'h0;
         sp  <= 'h0;
         lv  <= 'h0;
         cpp <= 'h0;
         tos <= 'h0;
         opc <= 'h0;
         h   <= 'h0;
      end
      else begin
         if (CMAR)
            mar <= c_bus;
         else
            mar <= mar;
         if (CMDR & ~rd)
            mdr <= c_bus;
         else if (~CMDR & rd)
            mdr[7:0] <= mem_bus.q;
         else
            mdr <= mdr;
         if (CPC)
            pc <= c_bus;
         else
            pc <= pc + 1;
         if (fetch)
            mbr <= mem_bus.q;
         else
            mbr <= mbr;
         if (CSP)
            sp <= c_bus;
         else
            sp <= sp;
         if (CLV)
            lv <= c_bus;
         else
            lv <= lv;
         if (CCPP)
            cpp <= c_bus;
         else
            cpp <= cpp;
         if (CTOS)
            tos <= c_bus;
         else
            tos <= tos;
         if (COPC)
            opc <= c_bus;
         else
            opc <= opc;
         if (CH)
            h <= c_bus;
         else
            h <= h;
      end
   end
   always_ff@(negedge clk) begin   
      if (reset)
         b_bus <= 'h0;
      else
         case (enable_b)
            BMDR:    b_bus <= mdr;
            BPC:     b_bus <= pc;
            BMBRU:   b_bus <= unsigned'(mbr);
            BMBRS:   b_bus <= signed'(mbr);
            BSP:     b_bus <= sp;
            BLV:     b_bus <= lv;
            BCPP:    b_bus <= cpp;
            BTOS:    b_bus <= tos;
            BOPC:    b_bus <= opc;
            default: b_bus <= 'h0;
         endcase
   end
   always_comb begin
      mem_bus.addr <= {mar[NBITS-3:0], 2'b00};
      mem_bus.data <= mdr;
      if (wr)
         if (rd ^ wr)
            mem_bus.we <= 1;
         else
			   mem_bus.we <= 0;
      else
	      mem_bus.we <= 0;
   end
endmodule
==> ./run.sh <==
#!/bin/bash
# OpenROAD 26Q1-2900-gdf79404cd8, Yosys 0.63+post, stock flow scripts
make -C /OpenROAD-flow-scripts/flow DESIGN_CONFIG=/design/flow/config.mk WORK_HOME=/design/flow/orfs finish
==> ./config.mk <==
export PLATFORM = sky130hd
export DESIGN_NAME = register_file
export DESIGN_NICKNAME = register_file
export VERILOG_FILES = /design/flow/design.v
export SDC_FILE = /design/flow/constraint.sdc
export NUM_CORES = 4
export LEC_CHECK = 1
export CORE_UTILIZATION = 50
==> ./constraint.sdc <==
current_design register_file

set clk_period 5.8
set clk_io_pct 0.2

create_clock -name clk0 -period $clk_period [get_ports {clk}]

set non_clock_inputs [all_inputs -no_clocks]
set_input_delay [expr $clk_period * $clk_io_pct] -clock clk0 $non_clock_inputs
set_output_delay [expr $clk_period * $clk_io_pct] -clock clk0 [all_outputs]
==> impl_metrics.yaml <==
# generated from flow reports
outcome:
  status: "finished clean"
detailed_routing:
  drt-initial-drc-count: 720
  num_antenna_cells: 0
  vias: 8463
  antenna_left: 0
  drt_pass1_iterations: 6
  drt-wirelength-per-cell_um: 17.75
  routed_via_density: 5.777
  drt-total-wl_mm: 26.00
  drc: 0
setup_path:
  criticalPathCategory: "register to output port"
  end_kind: "output port"
  reg2regPathDepth: 3
  r2r-start: "pc[25]$_SDFF_PP0_"
  setup.worst_path.start: "b_bus[0]$_SDFF_NP0_"
  critPathLaunchType: "register"
  reg2reg_to: "b_bus[25]$_SDFF_NP0_"
  crit_required_ps: 4640
  cp_cell_sequence: "clkdlybuf4s50_1"
  worst-path-max-fanout: 1
  critical-path-slowest-cell: "clkdlybuf4s50_1"
  crit_family: "buffers and inverters"
  cp_num_cells: 1
  critPathArrivalTime_ps: 4290
  ff2ff_setup_slack_ps: 1740
  cpPeakStageDelay_ps: 470
  critPathBufInv: 1
power_and_ir_drop:
  combPwrFrac_pct: 8.1
  p_total_mw: 4.292
  clock_power_share_pct: 47.1
  p_int_mw: 3.252
  seq_power_share_pct: 44.7
  leakagePower_nw: 5.169
  power.density_nw_per_um2: 337.9
  p_sw_mw: 1.039
  ir_worst_vdd_mv: 0.2320
  p_sw_share_pct: 24.22
final_timing:
  max_slew_margin_pct: 48.42
  finalSetupViolCount: 0
  tns_ps: 0
  worstMarginPinSlew_ps: 769.0
  hold_viol_final: 0
  setup_ws_ps: 347.8
  rsz0062_at_grt: "false"
  drv_slew: 0
  finClkSkew_ps: 58.61
  timing.hold.ws_ps: 493.6
yosys:
  yosysChipArea_um2: 10450
  flop_cell: "dfxtp_1"
  synth-seq-cells: 256
  synth_stat.cells: 1091
  top_cell: "dfxtp_1"
  synth_warnings: 20
  yosysTopAreaCell: "dfxtp_1"
  postSynthSeqShare_pct: 49.04
  netlist_top_cells_count: "dfxtp_1, nor2_1, mux2i_1"
  synth_cell_types: 50
  async_reset_ff_share_pct: 0
  synth-edff-count: 0
  avgSynthCellArea_um2: 9.580
  syn_area_um2: 10450
  top_cells_by_area: "dfxtp_1, mux2i_1, nor2_1"
  syn_inst: 1091
  top_cell_area_share_pct: 49.04
job:
  cap_violations: 0
  warnings: 61
floorplanning:
  core_area_um2: 20360
  die_h_um: 146.6
  chip_area_um2: 21480
  fp.dieW_um: 146.6
  io_pins: 82
  placement_rows: 52
  fp_util_pct: 51.32
min_path:
  hp-class: "register to register"
  hp-start: "sp[27]$_SDFFE_PP0P_"
  whs_path_depth: 2
  min_to: "sp[27]$_SDFFE_PP0P_"
clock_tree:
  clkTransAtPathRegs_ps: 60
  clock-sinks: 256
  clk_path_buf_depth: 3
  ctsHoldBuffers: 0
  clk_latency_ps: 590
  cts_made_buffers: 28
  cts_tree: "built"
  cts_root_buf: "clkbuf_16"
  cts_resized: 0
  htreeDepth: 1
  post_cts_buffers: 0
layout:
  drive_gt1_share_pct: 8.870
  synthToLayoutAreaGrowth_pct: 21.51
  finalInstanceArea_um2: 12700
  post-route-util_pct: 62.36
  fillers: 1703
  final_cell_count_no_fill: 1465
global_routing:
  grt_overflow_total: 0
  grt_pass1_wl_mm: 43.72
  antenna_found_initial: 0
  grt_pass1_vias: 8128
  grt_max_degree: 63
  gr-usage-all-layers_pct: 25.93
place:
  dp.cells: 1382
  routabilityCongestion: 0.7969
  hpwlAfterDp_mm: 16.04
  io_buffers: 77
  placed_area_um2: 11560
  pre_cts_ws_ps: -156.6
power groups by stage:
stage / combinational (mW) / sequential, mW / clock (mW)
4_1_cts: 0.351 / 1.92 / 2.05
5_1_grt: 0.389 / 1.93 / 2.16
6_report: 0.349 / 1.92 / 2.02
cell families after synthesis:
group,after synthesis,share of synthesized area [%]
AND/OR/NAND/NOR,375,16.04
XOR/XNOR,10,0.8381
flip-flops,256,49.04
buffers and inverters,106,3.927
multiplexers,185,17.72
AND-OR/OR-AND,157,12.20
adder cells (fa/ha/maj),2,0.2394
cell type report:
class                      instances  area [um^2]  share of cell area (%)
sequential                       256         5125                   40.35
multi-input combinational        729         4956                   39.02
timing repair buffer             116         1102                   8.680
clock buffer                      32        767.0                   6.039
clock inverter                    52        374.1                   2.946
tap                              270        337.8                   2.660
inverter                          10        37.54                  0.2956
layer usage:
layer	global-route usage [%]	routed length (um)
met2	38.19	11270
met4	3.490	381
met1	43.38	13110
met3	3.153	1241
met5	0	0
worst max-delay path by stage:
| stage | endpoint | slack, ps |
|---|---|---|
| finish | b_bus[0] | 350 |
| global route | b_bus[0] | 270 |
| CTS | b_bus[2] | 330 |
cells in the final DEF, fill, tap and decap left out, types with 8 or more instances in the layout:
| cell | instances |
|---|---|
| dfxtp_1 | 256 |
| nor2_1 | 229 |
| mux2i_1 | 185 |
| clkdlybuf4s50_1 | 71 |
| a222oi_1 | 64 |
| nand2_1 | 55 |
| inv_1 | 42 |
| buf_4 | 34 |
| a31oi_1 | 33 |
| clkbuf_16 | 29 |
| nand3_1 | 17 |
| o21ai_0 | 13 |
| a21oi_1 | 12 |
| nand4_1 | 11 |
| a211oi_1 | 10 |
| nor4_1 | 9 |
| clkinv_2 | 9 |
| nor3_1 | 8 |
worst reg2reg max path: cells and delay by family (launching register included):
family,cells,cell delay [ps]
AND-OR/OR-AND,2,530
buffers and inverters,1,190
flip-flops,1,360
flip-flops by register name (all words and copies together), names as in the netlist:
| signal | count |
|---|---|
| lv | 32 |
| b_bus | 32 |
| opc | 32 |
| tos | 32 |
| mdr | 32 |
| pc | 32 |
| sp | 32 |
| cpp | 32 |
Power is estimated from default activity; no workload was simulated.
