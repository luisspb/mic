**flow/constraint.sdc**
```tcl
current_design alu_modules

set clk_period 3.1
set clk_io_pct 0.2

create_clock -name clk0 -period $clk_period

set non_clock_inputs [all_inputs -no_clocks]
set_input_delay [expr $clk_period * $clk_io_pct] -clock clk0 $non_clock_inputs
set_output_delay [expr $clk_period * $clk_io_pct] -clock clk0 [all_outputs]
```
**flow/design.v**
```verilog
parameter NBITS = 32;          
parameter BYTE = 8;
parameter WORDS = 1 << (NBITS-13);
parameter S_CONTROL = 2;       
parameter ALU_CONTROL = 6;     
parameter B = 4;
parameter C = 9;
parameter MEM = 3;
parameter DP_CTRL = S_CONTROL + ALU_CONTROL + B + C + MEM;
parameter CS_ADDR = 9;
parameter MICROINSTS = 1 << CS_ADDR;
parameter CS_CTRL = DP_CTRL + CS_ADDR;
module alu_modules (
   input logic [0:1] f,
   input logic [NBITS-1:0] a, b,
   input logic c_in,
   output logic c_out);
   logic [3:0] y_dec;
   logic [NBITS-1:0] y_lu, y_fa;
   decoder decoder_i(.f(f), .y(y_dec));
   logical_unit lu_i(.a(a), .b(b), .ctrl(y_dec[2:0]), .y(y_lu));
   full_adder fa_i(.enable(y_dec[3]), .c_in(c_in), .a(a), .b(b), .y(y_fa), .c_out(c_out));
endmodule
module decoder (
   input logic [0:1] f,
   output logic [3:0] y);
   localparam AND  = 4'b0001;
   localparam OR   = 4'b0010;
   localparam NOTB = 4'b0100;
   localparam SUM  = 4'b1000;
   always_comb
      case (f)
         2'b00:  y <= AND;
         2'b01:  y <= OR;
         2'b10:  y <= NOTB;
         2'b11:  y <= SUM;
      endcase
endmodule
module full_adder (
   input logic enable,
   input logic c_in,
   input logic [NBITS-1:0] a, b,
   output logic [NBITS-1:0] y,
   output logic c_out);
   always_comb
      if (enable)
         {c_out, y} <= a + b + c_in;
		else
			{c_out, y} <= 'h0;
endmodule
module logical_unit (
   input logic [NBITS-1:0] a, b,
   input logic [2:0] ctrl,
   output logic [NBITS-1:0] y);
   localparam AND  = 3'b001;
   localparam OR   = 3'b010;
   localparam NOTB = 3'b100;
   localparam NOP  = 3'b000;
   always_comb
      unique case (ctrl)
         AND:     y <= a & b;
         OR:      y <= a | b;
         NOTB:    y <= ~b;
			NOP:     y <= 'h0;
			default: y <= 'hx;
      endcase
endmodule
```
**flow/run.sh**
```bash
#!/bin/bash
# OpenROAD 26Q1-2900-gdf79404cd8, Yosys 0.63+post, stock flow scripts
make -C /OpenROAD-flow-scripts/flow DESIGN_CONFIG=/design/flow/config.mk WORK_HOME=/design/flow/orfs finish
```
**flow/config.mk**
```make
export PLATFORM = sky130hd
export DESIGN_NAME = alu_modules
export DESIGN_NICKNAME = alu_modules
export VERILOG_FILES = /design/flow/design.v
export SDC_FILE = /design/flow/constraint.sdc
export NUM_CORES = 4
export LEC_CHECK = 1
export CORE_AREA = 10 10 70 70
export DIE_AREA = 0 0 80 80
```
==> flow_metrics.env <==
# physical design summary
export IMPL_netlist_instances=88
export IMPL_layout_clock_buffers=0
export IMPL_worst_hold_path_class="in2out"
export IMPL_synth_area_yosys_um2=713.2
export IMPL_sequentialPowerShare=0
export IMPL_pin_count=68
export IMPL_synth_seq_area_share=0
export IMPL_dp_cells=206
export IMPL_die_h_um=80
export IMPL_layout_drive_gt1_share=0.09375
export IMPL_leakage_nw=0.6690
export IMPL_final_setup_viol_count=0
export IMPL_wl_per_cell_um=12.56
export IMPL_ff_latch_area_um2=0
export IMPL_grt_util_all_layers=0.07712
export IMPL_post_layout_nonfiller_instances=206
export IMPL_crit_type="in2out"
export IMPL_total_number_of_vias=930
export IMPL_hpwlAfterDp_um=2405
export IMPL_max_freq_mhz=342.3
export IMPL_cts_setup_buffers=0
export IMPL_grt_first_pass_wirelength_um=4222
export IMPL_worst_slew_pin_transition_ps=248.1
export IMPL_fp_dieArea_um2=6400
export IMPL_switchingPower_uw=62.14
export IMPL_layout_filler_cells=333
export IMPL_grt_pass1_vias=948
export IMPL_endpoint_kind="output port"
export IMPL_max_slew_margin_rel=0.8331
export IMPL_count_of_nets_left_with_antenna_violations_after_detail_routing=0
export IMPL_fp_coreArea_um2=3416
export IMPL_power_frac_clock=0
export IMPL_portBuffers=68
export IMPL_critPathMaxFanout=2
export IMPL_grt_overflow=0
export IMPL_irDropWorstVdd_uv=44.98
export IMPL_areaGrowthSynthToFinish_pct=114.7
export IMPL_setup_worst_path_end="c_out"
export IMPL_worstSetupStartpointType="primary input"
export IMPL_fp_row_count=21
export IMPL_drv_slew=0
export IMPL_combPwrFrac=1.000
export IMPL_rsz0062_at_grt="false"
export IMPL_violation_count_after_the_first_detailed_route_iteration=10
export IMPL_finalHoldWorstSlack_ps=1992
export IMPL_crit_required_ps=2480
export IMPL_multiInputGateArea_um2=755.7
export IMPL_period_needed_ps=2921
export IMPL_intPower_uw=120.8
export IMPL_run_status="finished clean"
export IMPL_vias_per_inst=4.515
export IMPL_power_density_nw_per_um2=119.5
export IMPL_synth_cell_type_count=22
export IMPL_number_of_antenna_diodes=0
export IMPL_syn_area_um2=713.2
export IMPL_drc_viols=0
export IMPL_drv_cap=0
export IMPL_critical_path_startpoint="b[18]"
export IMPL_switching_share_of_power=0.3396
export IMPL_timing_hold_violations_final=0
export IMPL_tool_warnings=32
export IMPL_cp_arrival_ps=2300
export IMPL_synth_avg_cell_area_um2=8.104
export IMPL_antenna_found_initial=0
export IMPL_drt_pass1_iterations=4
export IMPL_synth_warn=3
export IMPL_numSequentialCells=0
export IMPL_floorplanUtilization=0.2088
export IMPL_ctsHoldBuffers=0
export IMPL_grt_start_max_net_pins=5
export IMPL_global_placer_s_final_weighted_congestion=0.8658
export IMPL_route_final_wire_length_um=2588
export IMPL_min_period_over_period=0.9423
export IMPL_die_x_um=80
export IMPL_ys_cells=88
-- synthesized netlist by cell type --
library cell,n,share of area
ha_1,32,0.56
a21oi_1,13,0.091
nand2_1,7,0.037
nand4_1,5,0.044
nor2_1,5,0.026
o21ai_0,5,0.035
nand3_1,4,0.028
a211oi_1,2,0.021
inv_1,2,0.011
a21boi_0,1,0.011
a21o_1,1,0.011
a311oi_1,1,0.012
and3_2,1,0.011
nand3b_1,1,0.011
nand4_2,1,0.018
nor2b_1,1,0.0088
nor4_2,1,0.018
o21ai_1,1,0.0070
o22ai_1,1,0.0088
o311ai_1,1,0.012
or2_2,1,0.0088
or4_1,1,0.011
-- worst min-delay path by stage --
stage	from	to	slack, ps	depth (start not counted)
6_report	f[1]	c_out	1990	4
5_1_grt	f[1]	c_out	2060	4
4_1_cts	f[1]	c_out	2140	4
-- placed cells by master (no fill, tap or decap) --
cell type        Yosys  routed
a211oi_2             0       2
a21boi_0             1       1
a21o_1               1       1
a21oi_1             13      13
a311oi_1             1       1
and3_2               1       1
buf_4                0       4
clkbuf_2             0       1
clkdlybuf4s50_1      0      65
dlymetal6s2s_1       0       2
ha_1                32      31
ha_4                 0       1
inv_1                2       2
nand2_1              7       7
nand3_1              4       3
nand3_2              0       1
nand3b_1             1       1
nand4_1              5       5
nand4_2              1       1
nor2_1               5       5
nor2b_1              1       1
nor4_4               0       1
o21ai_0              5       4
o21ai_1              1       2
o22ai_2              0       1
o311ai_2             0       1
or2_2                1       1
or4_1                1       1
-- cell families after synthesis --
group / Yosys count / synth area share
fa+ha+maj: 32 / 0.5614
simple gates: 28 / 0.2193
buf+inv: 2 / 0.01053
compound gates: 26 / 0.2088
-- final cells by class --
type | count | area share
Tap cell | 46 | 0.03758
Inverter | 2 | 0.004902
Multi-Input combinational cell | 86 | 0.4935
Timing Repair Buffer | 72 | 0.4641
-- critical path: stages --
cell,delay (ps)
clkdlybuf4s50_1,420
ha_1,300
buf_4,110
nand3_2,70
nor4_4,310
nand4_1,140
o22ai_2,120
nand3b_1,120
clkbuf_2,100
-- power by group through the flow --
stage     registers (mW)  logic (mW)  clock network, mW
6_report               0       0.183                  0
4_1_cts                0       0.180                  0
5_1_grt                0       0.206                  0
-- routing by layer --
| metal | wire length (um) | up-vias | GRT usage |
|---|---|---|---|
| li1 | - | 493 | - |
| met1 | 1164 | 389 | 0.1002 |
| met2 | 1019 | 48 | 0.1164 |
| met3 | 404 | 0 | 0.04205 |
| met4 | 0 | 0 | 0 |
| met5 | 0 | - | 0 |
-- stage by stage --
step	area (um^2)	setup TNS (ps)	util	total power, mW	setup WS, ps
5_1_grt	1531	0	0.4484	0.2059	22.85
4_1_cts	1500	0	0.4392	0.1801	39.96
3_5_place_dp	1481	-308.7	0.4337	0.1762	-308.7
3_3_place_gp	1481	-291.7	0.4337	0.1747	-291.7
6_report	1531	0	0.4484	0.1830	178.9
2_1_floorplan	713.2	0	-	0.06589	807.2
-- repair_timing --
action / CTS / global route
resized: 4 / 9
endpoints found under the hold margin: 0 / 0
pin swaps: 7 / 6
endpoints found under the setup margin: 1 / 1
Power figures rest on the tool's default switching activity, not on a simulated workload.
